## ./config.mk

```make
export PLATFORM = sky130hd
export DESIGN_NAME = Round_Robin_Arbiter
export DESIGN_NICKNAME = Round_Robin_Arbiter
export VERILOG_FILES = /design/flow/design.v
export SDC_FILE = /design/flow/constraint.sdc
export NUM_CORES = 4
export LEC_CHECK = 1
export CORE_AREA = 10 10 70 70
export DIE_AREA = 0 0 80 80
```

## ./run.sh

```bash
#!/bin/bash
# OpenROAD 26Q1-2900-gdf79404cd8, Yosys 0.63+post, stock flow scripts
make -C /OpenROAD-flow-scripts/flow DESIGN_CONFIG=/design/flow/config.mk WORK_HOME=/design/flow/orfs finish
```

## ./design.v

```verilog
`timescale 1ns / 1ps
module Round_Robin_Arbiter (
  clk,    
  rst,    
  req3,   
  req2,   
  req1,   
  req0,   
  gnt3,   
  gnt2,   
  gnt1,   
  gnt0   
);
input           clk;     
input           rst;     
input           req3;    
input           req2;   
input           req1;   
input           req0;   
output          gnt3;    
output          gnt2;   
output          gnt1;   
output          gnt0;   
wire    [1:0]   gnt       ;   
wire            comreq    ;    
wire            beg       ;    
wire   [1:0]    lgnt      ;   
wire            lcomreq   ;   
reg             lgnt0     ;   
reg             lgnt1     ;
reg             lgnt2     ;
reg             lgnt3     ;
reg             mask_enable   ;
reg             lmask0    ;
reg             lmask1    ;
reg             ledge    ;
always @ (posedge clk)
  if (rst)   
  begin
    lgnt0 <= 0;
    lgnt1 <= 0;
    lgnt2 <= 0;
    lgnt3 <= 0;
  end 
  else
    begin                                     
  lgnt0 <=(~lcomreq & ~lmask1 & ~lmask0 & ~req3 & ~req2 & ~req1 & req0)
        | (~lcomreq & ~lmask1 &  lmask0 & ~req3 & ~req2 &  req0)
        | (~lcomreq &  lmask1 & ~lmask0 & ~req3 &  req0)
        | (~lcomreq &  lmask1 &  lmask0 & req0  )
        | ( lcomreq & lgnt0 );
  lgnt1 <=(~lcomreq & ~lmask1 & ~lmask0 &  req1)
        | (~lcomreq & ~lmask1 &  lmask0 & ~req3 & ~req2 &  req1 & ~req0)
        | (~lcomreq &  lmask1 & ~lmask0 & ~req3 &  req1 & ~req0)
        | (~lcomreq &  lmask1 &  lmask0 &  req1 & ~req0)
        | ( lcomreq &  lgnt1);
  lgnt2 <=(~lcomreq & ~lmask1 & ~lmask0 &  req2  & ~req1)
        | (~lcomreq & ~lmask1 &  lmask0 &  req2)
        | (~lcomreq &  lmask1 & ~lmask0 & ~req3 &  req2  & ~req1 & ~req0)
        | (~lcomreq &  lmask1 &  lmask0 &  req2 & ~req1 & ~req0)
        | ( lcomreq &  lgnt2);
  lgnt3 <=(~lcomreq & ~lmask1 & ~lmask0 & req3  & ~req2 & ~req1)
        | (~lcomreq & ~lmask1 &  lmask0 & req3  & ~req2)
        | (~lcomreq &  lmask1 & ~lmask0 & req3)
        | (~lcomreq &  lmask1 &  lmask0 & req3  & ~req2 & ~req1 & ~req0)
        | ( lcomreq & lgnt3);
end 
  assign beg = (req3 | req2 | req1 | req0) & ~lcomreq;  
assign lcomreq = ( req3 & lgnt3 )
                | ( req2 & lgnt2 )
                | ( req1 & lgnt1 )
                | ( req0 & lgnt0 );
assign  lgnt =  {(lgnt3 | lgnt2),(lgnt3 | lgnt1)};
always @ (posedge clk )
if( rst ) 
  begin
    lmask1 <= 0;
    lmask0 <= 0;
  end 
 else if(mask_enable) 
    begin
      lmask1 <= lgnt[1];
      lmask0 <= lgnt[0];
    end 
 else 
    begin
      lmask1 <= lmask1;
      lmask0 <= lmask0;
    end 
assign comreq = lcomreq;
assign gnt    = lgnt;
assign gnt3   = lgnt3;
assign gnt2   = lgnt2;
assign gnt1   = lgnt1;
assign gnt0   = lgnt0;
endmodule
```

## ./constraint.sdc

```tcl
current_design Round_Robin_Arbiter

set clk_period 2.8
set clk_io_pct 0.2

create_clock -name clk0 -period $clk_period [get_ports {clk}]

set non_clock_inputs [all_inputs -no_clocks]
set_input_delay [expr $clk_period * $clk_io_pct] -clock clk0 $non_clock_inputs
set_output_delay [expr $clk_period * $clk_io_pct] -clock clk0 [all_outputs]
```

==> results.yml <==
# implementation run metrics
die:
  ios: 10
  die_w_um: 80
  dieArea_um2: 6400
  die_h_um: 80
  rows: 21
  core_area_um2: 3420
  initCoreUtil: 0.0568
clocking:
  root_buffer: "clkbuf_4"
  numCtsBuffers: 3
  cts_resized: 0
  clk_pin_slew_worst_paths_ns: 0.04
  htreeDepth: 1
  postCtsSetupBuffers: 0
  tritoncts: "done"
  cts_buffer_depth: 2
  cts_sinks: 4
  hold_buffers: 0
  insertion_delay_ns: 0.23
grt:
  antenna_found_initial: 0
  gr-total-overflow: 0
  grt_pass1_vias: 213
  grt_first_pass_wirelength_um: 1010
  gr-usage-all-layers: 0.0192
  grt_start_max_net_pins: 7
cells_and_area:
  mi_logic_area_um2: 110
  seq_area_um2: 80.1
  syn2layout_area_growth_pct: 87.7
  drive_gt1_frac: 0.0909
  stdcell_area_um2: 364
  fill_cells: 406
placed_design:
  place_area_um2: 342
  port_buffers: 9
  gp_congestion: 0.793
timing:
  fin_crit_sh: 0.611
  setup_viol: 0
  fin_skew_ns: 0.00115
  slew_violations: 0
  fin_crit_ns: 1.71
  hold_violations: 0
  clock.fmax_mhz: 585
  grt_setup_unrepaired: "no"
  worstMarginPinSlew_ns: 0.262
  relSlewSlack: 0.825
  tns_ns: 0
synth:
  ys_cells: 21
  synth_cell_types: 14
  syn_area_um2: 194
  common_cells: "dfxtp_1 (4), a22o_1 (2), mux2i_1 (2), nand2b_1 (2), o21ai_0 (2)"
  edf_count: 0
  syn_area_per_cell_um2: 9.24
  ys_chip_area_um2: 194
  ys_seq_frac: 0.413
  area_leaders: "dfxtp_1 (41%), mux2i_1 (10%), a22o_1 (9.0%), nand2b_1 (6.5%), o21ai_0 (5.2%)"
  synth_top_cell_by_area: "dfxtp_1"
  numSynthFlops: 4
  async_flop_share: 0
  ff_type: "dfxtp_1"
  top_cell: "dfxtp_1"
  synth_top_area_share: 0.413
  synthCells: 21
  synth_warnings: 2
critical_path:
  endpoint_kind: "flip-flop"
  worstReg2RegStart: "lgnt3"
  crit_type: "primary input to flip-flop"
  crit_arrival_ns: 1.87
  ff2ff_path_depth: 3
  cp_max_fo: 4
  cp-start-kind: "primary input"
  cp.required_ns: 2.96
  worstSetupStartpoint: "req3"
routing:
  drt-vias-per-instance: 2.58
  remaining_drc_errors: 0
  antenna_left: 0
  initialDrtViolationCount: 0
  drtPass1Iterations: 1
  routedWlPerCell_um: 7.86
  diodes: 0
  vias: 204
  drt_wl_total_um: 621
pwr:
  leakage_nw: 0.125
  p_per_area_nw_per_um2: 434
  vdd_drop_max_mv: 0.0466
hold_path:
  hold_class: "flip-flop to flip-flop"
  holdPathStages: 2
  min_from: "lgnt0"
outcome:
  status: "complete, no violations"
job:
  log.warning_count: 25
  drv_cap: 0
-- metrics by stage --
| step | power (mW) | worst slack (ns) | std cells | hold WS, ns | util |
|---|---|---|---|---|---|
| after floorplan | 0.0713 | 1.37 | 21 | 0.444 | - |
| after global placement | 0.0878 | 0.873 | 76 | 0.485 | 0.100 |
| after detailed placement | 0.0882 | 0.838 | 76 | 0.487 | 0.100 |
| after CTS | 0.162 | 1.09 | 79 | 0.491 | 0.107 |
| after global routing | 0.167 | 1.03 | 79 | 0.528 | 0.107 |
| final | 0.158 | 1.09 | 79 | 0.494 | 0.107 |
-- report_power, final --
part | switching [mW] | internal [mW] | leakage, nW
Sequential | 0.00216 | 0.0601 | 0.0327
Combinational | 0.00847 | 0.0161 | 0.0786
Clock | 0.0231 | 0.0479 | 0.0138
Total | 0.0337 | 0.124 | 0.125
-- routing by layer --
| layer | vias up | part of all wire | GRT usage |
|---|---|---|---|
| li1 | 103 | - | - |
| met1 | 97 | 0.29 | 0.0160 |
| met2 | 2 | 0.67 | 0.0409 |
| met3 | 2 | 0.0032 | 0 |
| met4 | 0 | 0.043 | 0.0141 |
| met5 | - | 0 | 0 |
-- layout make-up --
class | instances | share of cell area
Sequential cell | 4 | 0.220
Tap cell | 46 | 0.158
Timing Repair Buffer | 9 | 0.247
Inverter | 1 | 0.0103
Multi-Input combinational cell | 16 | 0.302
Clock buffer | 3 | 0.0619
-- final timing paths --
| check | slack [ns] | endpoint |
|---|---|---|
| worst min register to register | 0.49 | lgnt0 |
| worst max-delay path | 1.09 | lgnt2 |
| worst max register to register | 1.55 | lgnt2 |
| worst min-delay path | 0.49 | lgnt0 |
-- critical path, stage by stage --
cell             delay [ns]
clkdlybuf4s50_1        0.45
a22o_1                 0.25
or4_1                  0.47
a21oi_1                0.14
-- cells by family after synthesis --
family,count (synthesis),share of synthesized area
AND/OR/NAND/NOR,9,0.297
AND-OR/OR-AND,5,0.168
flip-flops,4,0.413
buffers and inverters,1,0.0193
multiplexers,2,0.103
-- placed cells by master, fill, tap and decap left out, types with 2 or more instances in the layout --
cell type,count
o21ai_0,2
nand2b_1,2
clkbuf_4,3
clkdlybuf4s50_1,9
dfxtp_1,4
a22o_1,2
mux2i_1,2
No activity file was given, so power comes from the tool's default toggle rates.
